==> design/flow/config.mk <==
export PLATFORM = sky130hd
export DESIGN_NAME = MyKeyboard
export DESIGN_NICKNAME = MyKeyboard
export VERILOG_FILES = /design/flow/design.v
export SDC_FILE = /design/flow/constraint.sdc
export NUM_CORES = 4
export LEC_CHECK = 1
export CORE_UTILIZATION = 30
==> design/flow/constraint.sdc <==
current_design MyKeyboard

set clk_period 5.7
set clk_io_pct 0.2

create_clock -name clk0 -period $clk_period [get_ports {clk}]

set non_clock_inputs [all_inputs -no_clocks]
set_input_delay [expr $clk_period * $clk_io_pct] -clock clk0 $non_clock_inputs
set_output_delay [expr $clk_period * $clk_io_pct] -clock clk0 [all_outputs]
==> design/flow/design.v <==
`timescale 1ns / 1ps
module MyKeyboard(clk,ps2_clk,ps2_data,key);
	input clk;
	input ps2_clk;
	input ps2_data;
	output [1:0] key;
	localparam NoKey=2'b00;
	localparam Up=2'b01;
	localparam Down=2'b10;
	localparam OtherKey=2'b11;
	wire ready,overflow;
	wire [7:0] raw_data;
	reg [7:0] last_raw,data;
	ps2_keyboard ps2(clk,1'b1,ps2_clk,ps2_data,1'b0,raw_data,ready,overflow);
	always@(posedge clk)begin
		if(ready&&raw_data!=8'he0)begin
			if(last_raw==8'hf0)
				data<=8'h00;
			else if(raw_data!=8'hf0)
				data<=raw_data;
			last_raw<=raw_data;
		end
	end
	assign key=(data==8'h00)?NoKey:
				  (data==8'h1d||data==8'h43||data==8'h75||data==8'h29)?Up:
				  (data==8'h1b||data==8'h42||data==8'h72)?Down:
				  OtherKey;
endmodule
`timescale 1ns / 1ps
module ps2_keyboard (input clk, clrn, ps2_clk, ps2_data, rdn, 
            output [7:0] data, 
            output ready,overflow);
  reg overflow;      
  reg [3:0] count;      
  reg [9:0] buffer;      
  reg [7:0] fifo[7:0];    
  reg [2:0] w_ptr, r_ptr;   
  reg [2:0] ps2_clk_sync;
  always @ (posedge clk) begin
    ps2_clk_sync <= {ps2_clk_sync[1:0],ps2_clk};
  end
  wire sampling = ps2_clk_sync[2] & ~ps2_clk_sync[1];
  always @ (posedge clk) begin
    if (clrn == 0) begin
        count <= 0;
        w_ptr <= 0;
        r_ptr <= 0;
        overflow <= 0;
    end else if (sampling) begin
        if (count == 4'd10) begin
            if ((buffer[0] == 0) &&    
               (ps2_data) &&      
               (~buffer[9:1])) begin    
                   fifo[w_ptr] <= buffer[8:1];    
                   w_ptr <= w_ptr + 3'b1;
                   overflow <= overflow |  (r_ptr == (w_ptr + 3'b1));
                          end  
                   count <= 0;  
            end else begin
                   buffer[count] <= ps2_data;    
                   count <= count + 3'b1;    
            end
        end
        if (!rdn && ready) begin
          r_ptr <= r_ptr + 3'b1;
          overflow <= 0;
        end
   end
	assign ready = (w_ptr != r_ptr);
	assign data = fifo[r_ptr];
endmodule
==> design/flow/run.sh <==
#!/bin/bash
# OpenROAD 26Q1-2900-gdf79404cd8, Yosys 0.63+post, stock flow scripts
make -C /OpenROAD-flow-scripts/flow DESIGN_CONFIG=/design/flow/config.mk WORK_HOME=/design/flow/orfs finish
==> impl_metrics.py <==
# Physical implementation metrics
metrics = {
    "run_status": {
        "status": "finished, final reports clean",
    },
    "synthesis": {
        "edf_count": 100,
        "synth_area_um2": 4559,
        "synthArstFlopShare": 0,
        "synth_flop_count": 106,
        "syn_area_per_cell_um2": 16.52,
        "yosys_cells": 276,
        "synth.yosys.seq_area_share": 0.6850,
        "flop_cell": "edfxtp_1",
        "yosys-stat-area_um2": 4559,
        "yosys_warnings": 2,
        "synth.distinct_cells": 45,
        "syn_inst": 276,
    },
    "clock_tree": {
        "cts_tree": "yes",
        "clock.latency.late_pin_ps": 340,
        "h-tree-depth": 3,
        "cts.sink_count": 106,
        "hold_buffers": 0,
        "ctsResizeCount": 0,
        "cts_setup_buffers": 0,
        "cts_made_buffers": 9,
        "clk_pin_slew_ps": 70,
        "clockBufferDepth": 2,
        "root_buffer": "clkbuf_16",
    },
    "placement": {
        "gp_congestion": 0.8533,
        "dpl-instance-area_um2": 4812,
        "dp_hpwl_mm": 5.146,
        "io_buffers": 4,
    },
    "timing": {
        "tns_ps": 0,
        "fmax_mhz": 289.6,
        "hold_viol": 0,
        "clock-skew-final_ps": 8.832,
        "setup_viol": 0,
        "max_slew_margin": 0.4235,
        "tightest_slew_ps": 861.5,
        "hold_ws_ps": 327.2,
        "slew_viol_final": 0,
        "min_period_ps": 3453,
        "rsz0062_at_grt": "no",
        "finalCritPeriodShare": 0.6057,
    },
    "die": {
        "pin_count": 5,
        "fp.dieW_um": 125.3,
        "fp_util": 0.3102,
        "fp.coreArea_um2": 14700,
        "die_h_um": 125.3,
        "chip_area_um2": 15700,
        "rows": 44,
    },
    "critical_path": {
        "r2r-start": "ps2.count[0]",
        "worstSetupPathType": "reg -> out",
        "required_ps": 4560,
        "endpoint_kind": "output port",
        "critPathMaxFanout": 7,
        "cp_data_arrival_time_ps": 2310,
        "cp-startpoint": "data[4]",
        "start_kind": "flop",
    },
    "drt": {
        "drt_iter0_drc": 108,
        "first_pass_iters": 4,
        "ant_nets": 0,
        "wl_mm": 7.621,
        "drc_errors": 0,
        "vias": 2282,
        "num_antenna_cells": 0,
        "routedWlPerCell_um": 15.94,
        "vias_per_cell": 4.774,
    },
    "run": {
        "warnings": 29,
        "cap_violations": 0,
    },
    "grt": {
        "grt_max_degree": 19,
        "overflow": 0,
        "grt_antenna_before_repair": 0,
        "grt_first_pass_wirelength_mm": 12.61,
        "grt_busiest_layer": "met2",
        "grt_util_met3": 0.06542,
        "grt_use_total": 0.1107,
        "met2_usage": 0.1715,
        "grt_pass1_vias": 2442,
        "use_met1": 0.1411,
    },
    "final_layout": {
        "drive_gt1_frac": 0.1531,
        "mostFrequentLayoutCell": "edfxtp_1",
        "area_growth_pct": 12.10,
        "final_area_um2": 5111,
        "most-common-layout-cells": "edfxtp_1, nand2_1, nor2_1",
    },
    "pwr": {
        "power_density_nw_per_um2": 424.5,
        "ir_drop_v": 0.0001784,
        "total_power_uw": 2169,
        "p_leak_uw": 0.001702,
    },
    "hold_path": {
        "hold_path.class": "reg -> reg",
        "holdCritStartpoint": "ps2.ps2_clk_sync[0]",
    },
}
-- registers in the layout (all words and copies together), names as in the netlist, named ones only --
name              cells
ps2.w_ptr             3
ps2.fifo             64
ps2.buffer           10
ps2.r_ptr             3
data                  8
ps2.count             4
ps2.ps2_clk_sync      3
last_raw              8
-- synth_stat cells, types with 2 or more instances --
cell type / number / area share
nor2_1: 17 / 0.014
mux4_2: 13 / 0.064
nand4_1: 4 / 0.0055
inv_1: 12 / 0.0099
xor2_1: 5 / 0.0096
mux2i_4: 3 / 0.015
and2_1: 4 / 0.0055
o21bai_1: 3 / 0.0049
mux2i_1: 3 / 0.0066
edfxtp_1: 100 / 0.66
or4_1: 2 / 0.0033
a21boi_1: 2 / 0.0033
nor2b_1: 5 / 0.0069
nor3_1: 7 / 0.0077
a21oi_1: 4 / 0.0044
buf_6: 2 / 0.0049
nand4b_1: 3 / 0.0058
and3b_1: 2 / 0.0038
a22o_1: 6 / 0.012
mux2_1: 3 / 0.0074
clkbuf_1: 4 / 0.0033
nand2_1: 17 / 0.014
or4b_1: 2 / 0.0044
o21ai_1: 3 / 0.0033
xnor2_1: 2 / 0.0038
o21ai_0: 2 / 0.0022
dfxtp_1: 6 / 0.026
nand3_1: 4 / 0.0044
mux4_1: 3 / 0.017
mux2_2: 4 / 0.0099
ha_1: 7 / 0.019
a41o_1: 2 / 0.0044
nor3b_1: 6 / 0.0099
nand2b_1: 3 / 0.0041
-- power by group --
part | total (µW) | internal (µW) | leakage [µW] | switching, µW
Sequential | 1080 | 989 | 0.000981 | 91.2
Clock | 613 | 344 | 0.000147 | 270
Combinational | 476 | 244 | 0.000574 | 232
Total | 2170 | 1580 | 0.00170 | 593
-- worst paths after layout --
path / endpoint / slack (ps) / cells past startpoint
worst max register to register: ps2.fifo[6][5] / 2790 / 6
worst min-delay path: ps2.ps2_clk_sync[1] / 330 / 0
worst min register to register: ps2.ps2_clk_sync[1] / 330 / 0
worst max-delay path: key[1] / 2250 / 5
-- logic make-up after synthesis --
family,after synthesis,share of synthesized area
AND/OR/NAND/NOR,80,0.09687
multiplexers,29,0.1202
flip-flops,106,0.6850
adder cells (fa/ha/maj),7,0.01921
XOR/XNOR,7,0.01345
AND-OR/OR-AND,26,0.04089
buffers and inverters,21,0.02442
-- metal layers --
metal,wire length (µm),up-vias
met1,3107,1091
met5,0,-
met4,116,0
li1,-,1097
met2,3607,82
met3,790,12
-- final cells by class --
class                   instances  area, µm²
fillers                      1343       9588
flip-flops and latches        106       3123
multi-input cells             149       1325
well taps                     184      230.2
clock buffers                   9      225.2
repair buffers                 10      85.08
clock inverters                 7      73.82
inverters                      13      48.80
-- critical path, stage by stage (launching register included) --
cell and delay, ps:
edfxtp_1 470, or4_1 550, or3_1 340, a21oi_1 140, o21bai_1 90, clkdlybuf4s50_1 390
-- metrics by stage --
| stage | cells | util | setup WS [ps] |
|---|---|---|---|
| after detailed placement | 462 | 0.3274 | 2161 |
| after CTS | 478 | 0.3477 | 2240 |
| after global placement | 462 | 0.3274 | 2267 |
| final | 478 | 0.3477 | 2247 |
| after global routing | 478 | 0.3477 | 2113 |
| after floorplan | 276 | - | 2838 |
Power and IR drop assume default switching activity.
