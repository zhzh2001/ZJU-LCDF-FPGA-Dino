File: run.sh
#!/bin/bash
# OpenROAD 26Q1-2900-gdf79404cd8, Yosys 0.63+post, stock flow scripts
make -C /OpenROAD-flow-scripts/flow DESIGN_CONFIG=/design/flow/config.mk WORK_HOME=/design/flow/orfs finish
File: config.mk
export PLATFORM = sky130hd
export DESIGN_NAME = SEGP2S
export DESIGN_NICKNAME = SEGP2S
export VERILOG_FILES = /design/flow/design.v
export SDC_FILE = /design/flow/constraint.sdc
export NUM_CORES = 4
export LEC_CHECK = 1
export CORE_UTILIZATION = 40
File: constraint.sdc
current_design SEGP2S

set clk_period 9.5
set clk_io_pct 0.2

create_clock -name clk0 -period $clk_period [get_ports {clk}]

set non_clock_inputs [all_inputs -no_clocks]
set_input_delay [expr $clk_period * $clk_io_pct] -clock clk0 $non_clock_inputs
set_output_delay [expr $clk_period * $clk_io_pct] -clock clk0 [all_outputs]
File: design.v
`timescale 1ns / 1ps
module SEGP2S(clk,num,SEGCLK,SEGCLR,SEGDT,SEGEN);
	input clk;
	input [63:0] num;
	output SEGCLK;
	output SEGCLR;
	output SEGDT;  
	output SEGEN;
	reg [64:0] shift = 0;
	reg [63:0] old_num = 0;
	wire moving = | shift[63:0];  
	assign SEGCLK = ~clk & moving;  
	assign SEGDT = shift[64];  
	assign SEGCLR = 1'b1;
	assign SEGEN = 1'b1;
	always@(posedge clk)begin
		old_num<=num;
		if(moving)
			shift={shift[63:0],1'b0};  
		else if(old_num!=num)
			shift={num,1'b1};  
	end
endmodule
==> out/results.ini <==
[outcome]
status=finished clean

[yosys]
synth_stat.cells=384
yosysWarnings=1
ys_sh_xor_pct=11.4
synth-edff-count=64
top_area_share_pct=39.2
async_flop_share_pct=0
yosysSeqAreaShare_pct=65.7
synth.logic.top_family=XOR/XNOR gates
synth-main-ff-cell=dfxtp_1
synth-area-yosys_mm2=0.00490
common_cells=dfxtp_1 (65), nand2_1 (65), edfxtp_1 (64), xor2_1 (64), o21bai_1 (63)
synth_cells=384
aoi_share_pct=9.90
avgSynthCellArea_um2=12.8
fa_ha_area_share_pct=0
synth_flops=129
yosys.area.top_type=edfxtp_1
synthMuxAreaShare_pct=0
topCellsByArea=edfxtp_1 (39%), dfxtp_1 (27%), xor2_1 (11%), o21bai_1 (9.6%), nand2_1 (5.0%)
ys_sh_simple_pct=10.7
synth_area_mm2=0.00490
ys_types=15

[setup_path]
crit_required_ns=7.60
cp_cell_sequence=clkbuf_16, clkbuf_16, nor2_1, clkdlybuf4s50_1
cpMostUsedCell=clkbuf_16
critPathSlowestCell=clkdlybuf4s50_1
crit_type=clk2out
end_kind=primary output
cp_max_fo=2
slowest_delay_ns=0.46
arrival_ns=5.55
crit_family=buffers and inverters
worst-path-buf-inv=3
worst_setup_path_start_kind=clock port
crit-reg2reg-launch=shift[36]$_DFFE_PP_
reg2regPathDepth=6
r2r_end=shift[28]$_DFFE_PP_
r2r_slack_ns=6.25

[grt]
grt_use_total_pct=18.9
grt_overflow=0
grt_pass1_wl_um=16700
antenna_found_initial=0
grt_max_degree=67
grt_pass1_vias=3184

[clock_tree]
hold_buffers=0
cts_tree=yes
clock_latency_ns=0.52
path_clk_slew_ns=0.06
post_cts_buffers=0
cts_resized=0

[hold_path]
hold_path.class=reg2reg
hold_path_depth=2
hold_start=shift[0]$_SDFFE_PP0N_
hold_end=shift[0]$_SDFFE_PP0N_

[final_timing]
worstMarginPinSlew_ns=0.690
slew_violations=0
hold_slack_ns=0.504
fin_setup_tns_ns=0
fin_ws_ns=2.05
rsz0062_at_grt=no
slew_headroom_pct=54.0
finClkSkew_ns=0.00882
setup_viol=0
timing_hold_violations_final=0

[placed_design]
place_ws_ns=2.33
gp_congestion=0.826
portBuffers=66
dp_hpwl_um=7190
dpl_cell_area_mm2=0.00569

[die]
fp.coreArea_mm2=0.0120
die_h_um=113
dieArea_mm2=0.0127
die_w_um=113
initCoreUtil_pct=41.0
num_rows=40
io_pins=69

[routing]
postRouteAntennaNets=0
n_antenna_cell=0
vias_per_cell=5.00
drtPass1Iterations=4
drt-total-wl_um=10700
drt-initial-drc-count=192
routedWlPerCell_um=17.2
vias=3099
drc=0

[layout]
drive_above_1_share_pct=8.25
area_growth_syn_to_layout_pct=29.7
fin_area_mm2=0.00636
fin_util_pct=53.2

[flow_run]
max-cap-violations=0
warnings=27

[power_and_ir_drop]
power_leakage_nw=2.48
ir_drop_mv=0.145
power_density_mw_per_mm2=217

==> worst max-delay path by stage <==
| stage | cells after the start | end | startpoint |
|---|---|---|---|
| CTS | 4 | SEGCLK | clk |
| global route | 4 | SEGCLK | clk |
| finish | 4 | SEGCLK | clk |
==> sequential cells by signal, indices dropped and copies added (netlist names) <==
name,cells
shift,65
old_num,64
==> worst min-delay path, stage by stage (launching register included) <==
cell,delay [ns]
dfxtp_1,0.31
inv_1,0.07
a21boi_0,0.07
==> power by group <==
part / switching [mW] / internal [mW]
clock: 0.241 / 0.474
sequential: 0.00575 / 0.593
combinational: 0.0282 / 0.0359
==> cells by family (layout without fill, tap and decap cells) <==
logic type / count (synthesis) / count (layout)
simple gates: 108 / 108
buf+inv: 17 / 105
compound gates: 65 / 65
xor+xnor: 64 / 64
flops: 129 / 129
other cells: 1 / 2
==> layout make-up <==
class	count	area, um^2
Multi-Input combinational cell	239	1600
Clock buffer	23	518
Timing Repair Buffer	68	673
Sequential cell	129	3220
Inverter	1	3.75
Tap cell	147	184
Clock inverter	13	164
Fill cell	1018	5600
==> through the flow <==
| step | std cells | total power, mW |
|---|---|---|
| 2_1_floorplan | 385 | 0.631 |
| 3_3_place_gp | 585 | 0.684 |
| 3_5_place_dp | 585 | 0.684 |
| 4_1_cts | 620 | 1.40 |
| 5_1_grt | 620 | 1.43 |
| 6_report | 620 | 1.38 |
==> cells in the final DEF, fill, tap and decap left out <==
| master | n |
|---|---|
| clkdlybuf4s50_1 | 66 |
| dfxtp_1 | 65 |
| xor2_1 | 64 |
| nand2_1 | 64 |
| edfxtp_1 | 64 |
| o21bai_1 | 63 |
| nor4_1 | 32 |
| clkbuf_16 | 20 |
| nand4_1 | 8 |
| clkinv_4 | 5 |
| clkinv_2 | 3 |
| bufinv_16 | 3 |
| buf_4 | 3 |
| nor4_4 | 2 |
| conb_1 | 2 |
| clkinvlp_4 | 2 |
| clkbuf_1 | 2 |
| inv_1 | 1 |
| o21ai_0 | 1 |
| nor2_1 | 1 |
| nand2_2 | 1 |
| a21boi_0 | 1 |
==> per-layer routing <==
metal	track usage, %	up-vias	routed length [um]
met4	2.84	0	142
met3	7.21	7	887
met2	26.6	108	4770
met1	30.6	1466	4850
li1	-	1518	-
met5	0	-	0
Power and IR drop assume default switching activity.
