$ cat design/flow/run.sh
#!/bin/bash
# OpenROAD 26Q1-2900-gdf79404cd8, Yosys 0.63+post, stock flow scripts
make -C /OpenROAD-flow-scripts/flow DESIGN_CONFIG=/design/flow/config.mk WORK_HOME=/design/flow/orfs finish
$ cat design/flow/config.mk
export PLATFORM = sky130hd
export DESIGN_NAME = SoundCtrl
export DESIGN_NICKNAME = SoundCtrl
export VERILOG_FILES = /design/flow/design.v
export SDC_FILE = /design/flow/constraint.sdc
export NUM_CORES = 4
export LEC_CHECK = 1
export CORE_UTILIZATION = 50
$ cat design/flow/constraint.sdc
current_design SoundCtrl

set clk_period 2.5
set clk_io_pct 0.2

create_clock -name clk0 -period $clk_period [get_ports {clk}]

set non_clock_inputs [all_inputs -no_clocks]
set_input_delay [expr $clk_period * $clk_io_pct] -clock clk0 $non_clock_inputs
set_output_delay [expr $clk_period * $clk_io_pct] -clock clk0 [all_outputs]
$ cat design/flow/design.v
`timescale 1ns / 1ps
module SoundBasic(clk,rst,buzzer,waves);
	input clk;
	input rst;
	output reg buzzer;
	output reg [8:0] waves;  
	parameter maxcnt = 100_000_000 / 500 / 2; 
	reg [20:0] cnt;
	always@(posedge clk)
		if(rst)begin
			cnt<=0;
			buzzer<=0;
			waves<=0;
		end
		else if(cnt<maxcnt)
			cnt<=cnt+1;
		else begin
			cnt<=0;
			buzzer<=~buzzer;
			waves<=waves+1;
		end
endmodule
module SoundCtrl(clk,rst,jumping,milestone,over,buzzer);
	input clk;
	input rst;
	input jumping,milestone,over;
	output reg buzzer;
	localparam silence = 0;  
	localparam jump = 1;
	localparam milestone1 = 2;
	localparam milestone2 = 3;
	localparam dead1 = 4;
	localparam dead0 = 5;
	localparam dead2 = 6;
	reg [2:0] state;
	reg hcrst,hgrst,lorst;
	wire [8:0] hcwaves,hgwaves,lowaves;
	wire hcbuz,hgbuz,lobuz;
	SoundBasic #(100_000_000/514/2) sbhc(clk,hcrst|rst,hcbuz,hcwaves);
	SoundBasic #(100_000_000/767/2) sbhg(clk,hgrst|rst,hgbuz,hgwaves);
	SoundBasic #(100_000_000/64/2) sblo(clk,lorst|rst,lobuz,lowaves);
	always@(posedge clk)begin  
		if(state==silence||state==dead0)
			buzzer<=0;
		else if(state==jump||state==milestone1)
			buzzer<=hcbuz;
		else if(state==milestone2)
			buzzer<=hgbuz;
		else if(state==dead1||state==dead2)
			buzzer<=lobuz;
	end
	reg oldjmp,oldmile,oldover;  
	always@(posedge clk)begin
		if(rst)begin
			state<=silence;
		end else
		if(state==jump)begin
			hcrst<=0;  
			if(hcwaves==38)
				state<=silence;
		end else
		if(state==milestone1)begin
			hcrst<=0;
			if(hcwaves==81)begin
				state<=milestone2;
				hgrst<=1;  
			end
		end else
		if(state==milestone2)begin
			hgrst<=0;
			if(hgwaves==342)
				state<=silence;
		end else
		if(state==dead1)begin
			if(lowaves==5)begin
				state<=dead0;
				lorst<=1;
			end else
				lorst<=0;
		end else
		if(state==dead0)begin
			if(lowaves==4)begin
				state<=dead2;
				lorst<=1;
			end else
				lorst<=0;
		end else
		if(state==dead2)begin
			lorst<=0;
			if(lowaves==10)
				state<=silence;
		end else
		if(!oldjmp&&jumping)begin
			state<=jump;
			hcrst<=1;  
		end else
		if(!oldmile&&milestone)begin
			state<=milestone1;
			hcrst<=1;
		end else
		if(!oldover&&over)begin
			state<=dead1;
			lorst<=1;
		end
		oldjmp<=jumping;
		oldmile<=milestone;
		oldover<=over;
	end
endmodule
==> Implementation_results.wiki <==
=== Synthesis and place and route ===
{| class="wikitable"
! Metric !! Value
|-
| Routed Antenna Nets || 0
|-
| Data arrival time at the worst-slack endpoint || 2.35 ns
|-
| Power density over the cells || between 500 and 600 nW/um^2
|-
| Hold endpoint || sbhc.cnt[0]$_SDFF_PP0_
|-
| Total negative slack for setup checks || 0 ns
|-
| Peak Freq || 0.4849 GHz
|-
| Design area || 4984 um^2
|-
| Dpl cells || 628
|-
| Area growth from synthesis to layout || 8.175%
|-
| Top Family by Delay on Critical Path || AND-OR/OR-AND gates
|-
| Beginning of the worst hold path || sbhc.cnt[0]$_SDFF_PP0_
|-
| EDFF count, synth || 3
|-
| Hold violation total from the final report || 0
|-
| Die span in x || 97.99 um
|-
| Detailed-route wire length per cell || 11.81 um
|-
| Maximum clock insertion buffer count || 2
|-
| Portion of the clock cycle consumed by the worst path in the final layout || 0.8249
|-
| Sequential area share after synthesis || 0.4715
|-
| Count of final max-slew check failures || 0
|-
| Buffering stage count on the worst path with inverters included || 0
|-
| Max stage delay on crit path || 0.57 ns
|-
| Global-route wire length before repair || approximately 14 mm
|-
| Yosys Chip Area || ~4600 um^2
|-
| Core Region || 8806 um^2
|-
| Run status || complete, no violations
|-
| CTS tree || done
|-
| Avg Synthesized Cell Area || between 8 and 9 um^2
|-
| Die area || 9602 um^2
|-
| Placer congestion estimate || roughly 0.81
|-
| Post-cts gate resize count || 0
|-
| Synth warn || 4
|-
| Lkg Pwr || 1.648 nW
|-
| Cell breakdown of the critical path || nor4_1, a211o_1, o31a_1, or4_1, a21oi_1
|-
| Number of cells on the worst hold path || 1
|-
| Slowest cell on crit path || sky130_fd_sc_hd__or4_1
|-
| Post-DP HPWL || 5.240 mm
|-
| Ys flop type || sky130_fd_sc_hd__dfxtp_1
|-
| Via count of the first global-routing pass || about 3,000
|-
| Worst setup path startpoint || sbhg.cnt[3]$_SDFF_PP0_
|-
| Peak supply drop || 0.0003616 V
|-
| Classification of the worst-slack hold path || register to register
|-
| Synth Register Bits || 107
|-
| Via-to-Cell Ratio || 5.180
|-
| Count of instantiated cells in the yosys netlist || around 510
|-
| Max-cap viol count || 0
|-
| Critical setup path kind || register to register
|-
| Min Clock Period, post-route || 2.062 ns
|-
| Gr ovfl total || 0
|-
| Number of buffers added on ports || 5
|-
| Setup repair after global routing missed its margin || no
|-
| Area of the mapped netlist || 4607 um^2
|-
| Number of CTS-inserted buffers || 9
|-
| Terminus of the critical flop-to-flop path || sbhg.waves[8]$_SDFFE_PP0P_
|-
| Number of levels the H-tree was split into || 3
|-
| Setup violation total in the final timing report || 0
|-
| Clock latency of the later-clocked register in the worst-skew pair || about 0.35 ns
|-
| Initial antenna violation count || 0
|-
| Fraction of layout instances using a drive strength above 1 || 0.05224
|-
| DRC violation count after routing || 0
|-
| Required time of the critical path || 2.79 ns
|-
| Num Clock Sinks || 107
|-
| Routed Wire Length || 7.603 mm
|-
| Async SR Flop Fraction || 0
|-
| Detailed Routing Iterations Pass 1 || 4
|-
| Flop-to-flop setup slack || between 0.4 and 0.5 ns
|-
| Number of buffers added for setup after CTS || 0
|-
| Max FO, Critical Path || 20
|-
| Area after DPL || 4797 um^2
|-
| Final worst hold slack || 0.4704 ns
|-
| Slew @ Worst Pin || 0.7364 ns
|-
| Buffer type at the clock tree root || sky130_fd_sc_hd__clkbuf_8
|-
| Critical Path Start Type || register
|-
| Crit Reg-Reg Startpoint || sbhg.cnt[3]$_SDFF_PP0_
|-
| Reg2Reg Depth || 5
|-
| Synthesized instance count || around 510
|-
| Total power draw || between 2 and 3 mW
|-
| Normalized max-slew margin || 0.5081
|-
| Reg clk slew, reported paths || around 0.090 ns
|-
| Core Util at FP || 0.5232
|-
| Number of diodes added for antenna fixing || 0
|-
| Overall global routing resource usage || 0.1776
|-
| Crit. End Element || register
|-
| Hold-fix buffers at CTS || 0
|-
| Die Ht || 97.99 um
|-
| Pin count of the biggest net entering global routing || 21
|-
| Core Rows || 34
|-
| Number of cells in the finished layout apart from fillers || 644
|-
| Distinct cell type count after synthesis || 54
|-
| Vias after detailed routing || 3,336
|-
| OpenROAD warning count || 31
|-
| Worst Clk Skew || 0.01005 ns
|-
| Count of pins on the block boundary || 6
|-
| Count of routing violations after the opening detailed-route iteration || 89
|}
-- sequential cells by signal, summed over array words and instances, names as in the netlist, 7 cells and up --
signal      count
sblo.waves      9
state           7
sblo.cnt       21
sbhg.cnt       21
sbhg.waves      9
sbhc.waves      9
sbhc.cnt       21
-- per-layer routing --
metal,up-vias,share of wire,GRT usage
li1,1809,-,-
met2,30,0.42,0.2687
met5,-,0,0
met4,0,0.0099,0.01515
met3,5,0.030,0.03488
met1,1492,0.54,0.2861
-- cells by family after synthesis --
group           Yosys count  synth area share
fa+ha+maj                12           0.03259
buf+inv                  26           0.02417
flops                   107            0.4715
simple gates            245            0.2656
other cells               1         0.0008140
mux                       2          0.004346
compound gates           62           0.08881
xor+xnor                 59            0.1122
-- per-stage QoR --
step / setup slack (ns) / util
detailed placement: 0.4069 / 0.5448
global placement: 0.4030 / 0.5448
floorplan: 0.7955 / -
global route: 0.2691 / 0.5659
CTS: 0.4357 / 0.5659
finish: 0.4378 / 0.5659
-- synth_stat cells, types with 2 or more instances --
cell type,n,area [um^2]
sky130_fd_sc_hd__dfxtp_1,104,2082
sky130_fd_sc_hd__nor2_1,88,330.3
sky130_fd_sc_hd__nand3_1,42,210.2
sky130_fd_sc_hd__nand2_1,32,120.1
sky130_fd_sc_hd__xor2_1,31,271.5
sky130_fd_sc_hd__xnor2_1,28,245.2
sky130_fd_sc_hd__a21oi_1,20,100.1
sky130_fd_sc_hd__inv_1,14,52.55
sky130_fd_sc_hd__ha_1,12,150.1
sky130_fd_sc_hd__nand4_1,12,75.07
sky130_fd_sc_hd__o21ai_0,12,60.06
sky130_fd_sc_hd__or3_1,12,75.07
sky130_fd_sc_hd__and3_1,11,68.82
sky130_fd_sc_hd__nor3_1,9,45.04
sky130_fd_sc_hd__or4_1,7,52.55
sky130_fd_sc_hd__nor2b_1,6,37.54
sky130_fd_sc_hd__and4_1,5,43.79
sky130_fd_sc_hd__buf_2,5,25.02
sky130_fd_sc_hd__nor4_1,5,31.28
sky130_fd_sc_hd__o31ai_1,5,37.54
sky130_fd_sc_hd__a211oi_1,4,30.03
sky130_fd_sc_hd__or2_2,4,25.02
sky130_fd_sc_hd__a22oi_1,3,22.52
sky130_fd_sc_hd__buf_1,3,11.26
sky130_fd_sc_hd__clkbuf_1,3,11.26
sky130_fd_sc_hd__edfxtp_1,3,90.09
sky130_fd_sc_hd__nor4bb_1,3,30.03
sky130_fd_sc_hd__a2111oi_0,2,17.52
sky130_fd_sc_hd__a21o_1,2,15.01
sky130_fd_sc_hd__mux2i_1,2,20.02
sky130_fd_sc_hd__nand2b_1,2,12.51
-- worst register-to-register path, cell delays in order (launching register included) --
cell and delay [ns]:
sky130_fd_sc_hd__dfxtp_1 0.43, sky130_fd_sc_hd__nor4_1 0.09, sky130_fd_sc_hd__a211o_1 0.25, sky130_fd_sc_hd__o31a_1 0.51, sky130_fd_sc_hd__or4_1 0.57, sky130_fd_sc_hd__a21oi_1 0.14
-- cells in the final DEF, fill, tap and decap left out, drive strengths merged, types with 4 or more instances in the layout --
cell type      count
dfxtp            104
nor2              88
nand3             42
nand2             33
xor2              31
xnor2             28
a21oi             20
inv               14
o21ai             13
nand4             12
or3               12
ha                12
clkbuf            12
and3              11
conb              10
nor3              10
or4                7
nor2b              6
nor4               5
and4               5
o31ai              5
clkdlybuf4s50      5
or2                4
a211oi             4
buf                4
-- power breakdown --
part           switching (mW)  leakage, nW  internal (mW)  total (mW)
combinational          0.0487        0.687         0.0351      0.0838
sequential             0.0161        0.871           1.73        1.75
clock                   0.543       0.0906          0.465        1.01
total                   0.608         1.65           2.24        2.84
-- how the worst max path moves through the flow --
stage,end,cells after the start,slack (ns)
after CTS,sbhg.waves[8]$_SDFFE_PP0P_,5,0.44
after global routing,sbhg.cnt[7]$_SDFF_PP0_,6,0.27
final,sbhg.waves[8]$_SDFFE_PP0P_,5,0.44
-- area by class of cell --
| type | count | area (um^2) |
|---|---|---|
| Clock inverter | 4 | 51.30 |
| Fill cell | 782 | 3822 |
| Timing Repair Buffer | 9 | 80.08 |
| Multi-Input combinational cell | 390 | 2357 |
| Inverter | 14 | 52.55 |
| Tap cell | 108 | 135.1 |
| Sequential cell | 107 | 2172 |
| Clock buffer | 12 | 135.1 |
Power and IR drop assume default switching activity.
